==> design/flow/design.v <==
`timescale 1ns / 1ps
module Comp #(
    parameter DATA_WIDTH = 8
)(
    input signed [DATA_WIDTH-1:0] a,
    input signed [DATA_WIDTH-1:0] b,
    output reg gt,
    output reg eq,
    output reg lt
);    
    always@(*) begin
        if(a > b) begin
            gt = 1;
            lt = 0;
            eq = 0;
        end
        else if(a == b) begin
            gt = 0;
            lt = 0;
            eq = 1;
        end
        else if(a < b) begin
            gt = 0;
            lt = 1;
            eq = 0;
        end
        else begin
            gt = 0;
            lt = 0;
            eq = 0;
        end
    end
endmodule
==> design/flow/constraint.sdc <==
current_design Comp

set clk_period 1.7
set clk_io_pct 0.2

create_clock -name clk0 -period $clk_period

set non_clock_inputs [all_inputs -no_clocks]
set_input_delay [expr $clk_period * $clk_io_pct] -clock clk0 $non_clock_inputs
set_output_delay [expr $clk_period * $clk_io_pct] -clock clk0 [all_outputs]
==> design/flow/config.mk <==
export PLATFORM = sky130hd
export DESIGN_NAME = Comp
export DESIGN_NICKNAME = Comp
export VERILOG_FILES = /design/flow/design.v
export SDC_FILE = /design/flow/constraint.sdc
export NUM_CORES = 4
export LEC_CHECK = 1
export CORE_AREA = 10 10 70 70
export DIE_AREA = 0 0 80 80
==> design/flow/run.sh <==
#!/bin/bash
# OpenROAD 26Q1-2900-gdf79404cd8, Yosys 0.63+post, stock flow scripts
make -C /OpenROAD-flow-scripts/flow DESIGN_CONFIG=/design/flow/config.mk WORK_HOME=/design/flow/orfs finish
==> run notes <==
On the backend side, the flow ran end to end.

The run finished, with violations left. The final reports fail on negative setup slack. The total detailed-routing wirelength stands at 925 um. For reference, the final report shows the hold violation count at 0.

The area taken by flip-flops and latches stands at 0 um2. In this run the remaining antenna-violating nets after routing total 0. On the worst path, the slowest cell contributes a delay of 250 ps. STA classifies the critical path endpoint as an output pin. The synthesized instance count is 33.

The via count of the first global-routing pass stands at 298. After detailed routing, the number of remaining DRC violations is 0. Once the floorplan was initialized, standard cells occupied 7.55% of the core. The number of I/O port buffers stands at 19. The per-cell routed wire length stands at 9.16 um. The max-cap violation count stands at 0.

Between the synthesized netlist and the finished layout, the area growth was recorded as 135%. The layout stage reports a final design area of 606 um2. For this run the top cell type by instance count after synthesis was sky130_fd_sc_hd__inv_1.

The Yosys warning count stands at 1. The total grt overflow stands at 0. The placed cell area stands at 520 um2. Per the synthesis report, the AND-OR/OR-AND share of the synthesized area is 15.0%. In the log, the iteration count for the first detailed-route pass is 3. Among the non-sequential cells, adder cells take the most area. The end-of-flow timing check tallies setup violations at 2. The detailed placer's ending HPWL stands at 774 um. The data arrival time at the worst-slack endpoint stands at 1410 ps. The cell-mix breakdown from Yosys lists the simple-gate area share as 23.8%. Per the OpenROAD floorplan log, the area of the die is 6400 um2. Sorting the Yosys area breakdown by cell type puts at the top sky130_fd_sc_hd__ha_1.

STA classifies the critical path startpoint as a primary input. The post-synthesis adder-cell area fraction stands at 38.8%. The region available for standard cell placement spans 3420 um2. Per STA, the worst path accumulates the most delay in the family simple AND/OR/NAND/NOR gates.

The power per unit of standard cell area stands at 229 nW/um2. The setup path with the least slack is of type primary input to output pin. Total power for the finished layout comes to 0.139 mW. Per the slew report, the remaining headroom to the max-slew limit stands at 92.5%. Dividing the detail-routed via count by the number of cells gives 2.91. Setup repair after global routing could not meet its margin everywhere. The maximum fanout encountered on the critical timing path stands at 3.

The min-delay analysis places its worst path in the category primary input to output pin. In the final layout, the share of cells above drive strength 1 is 72.7%. The setup slack after layout stands at -53.7 ps.

The OpenROAD warning count stands at 34. The shortest clock period the worst path allows after layout stands at 1750 ps. The hold slack stands at 1130 ps.

The filler cells instantiated in the layout total 387. The commonest cells after synthesis are sky130_fd_sc_hd__inv_1 (10), sky130_fd_sc_hd__ha_1 (8), sky130_fd_sc_hd__a21o_1 (2), sky130_fd_sc_hd__mux2i_1 (2), sky130_fd_sc_hd__nand2_1 (2). The summed negative setup slack over all endpoints stands at -102 ps. The number of sequential storage elements stands at 0. The slowest stage of the critical path belongs to the cell sky130_fd_sc_hd__ha_4. The data required time reported for the critical path is 1360 ps. The main area contributors are sky130_fd_sc_hd__ha_1 (39%), sky130_fd_sc_hd__inv_1 (15%), sky130_fd_sc_hd__mux2i_1 (7.8%).

Max-slew check failures listed in the final report amount to 0. The number of placed I/O pins stands at 19. The average instance in the mapped netlist occupies 7.81 um2. After the first detailed-routing iteration, the DRC count stood at 9.

The number of clock buffer instances in the layout stands at 0. The placement summary gives the final routability congestion estimate as 0.722. The placement-stage worst setup slack stands at -912 ps. The area share of the largest cell type after synthesis stands at 38.8%.

Summing every instance area after synthesis gives 258 um2. The number of cell instances after yosys synthesis stands at 33. The portion of netlist area occupied by mux cells stands at 7.77%.

The static leakage stands at 0.296 nW. Sequential elements use 0% of the synthesized area. The die is 80 um tall.

The chip area estimate from yosys synthesis stands at 258 um2. The distinct cell type count after synthesis stands at 14. The peak ir drop on the vdd network stands at 0.0642 mV.

The pin count of the biggest net entering global routing stands at 6. Walking the worst path, the cells encountered are buf_6 > inv_4 > ha_4 > and4_4 > o211ai_2 > nand3_2 > mux2i_1 > buf_2. In this run the most critical hold path is launched from a[6]. After layout, the worst path uses 103% of the clock period.

From left edge to right edge, the die measures 80 um. The worst-margin pin slew stands at 109 ps. The floorplan row count stands at 21. Timing would allow up to 570 MHz.

The total routing resource utilization after global routing stands at 2.86%. The number of antenna violations at the first check in global routing stands at 0. The hold-critical path depth stands at 5. The first global-routing pass estimated 1500 um of wire. Counting both buffers and inverters, the worst setup path holds a total of 3. The antenna cell count stands at 0. The number of vias in the routed layout stands at 294.

Hold analysis lists the worst path endpoint as lt. The xor and xnor fraction of the mapped netlist area stands at 0%.
worst max-delay path by stage:
stage,start,to,slack [ps],cells after the start
6_report,b[7],lt,-50,8
5_1_grt,b[7],lt,-160,8
4_1_cts,a[7],lt,-90,7
final cells by class:
class / count / area (um2) / area share, %
Multi-Input combinational cell: 23 / 323 / 53.3
Inverter: 10 / 40.0 / 6.61
Timing Repair Buffer: 22 / 185 / 30.6
Tap cell: 46 / 57.6 / 9.50
stage by stage:
step	instances	util [%]
after floorplan	33	-
after global placement	100	15.2
after detailed placement	100	15.2
after CTS	101	17.8
after global routing	101	17.7
final	101	17.7
per-layer routing:
| layer | share of wire, % | vias up | track usage (%) |
|---|---|---|---|
| met5 | 0 | - | 0 |
| met4 | 0 | 0 | 0 |
| met3 | 14 | 0 | 1.48 |
| met2 | 44 | 11 | 4.82 |
| met1 | 41 | 126 | 3.36 |
| li1 | - | 157 | - |
power by group:
part	switching, mW	internal (mW)
clock network	0	0
logic	0.0538	0.0847
registers	0	0
layout by cell type (no fill, tap or decap), types with 2 or more instances in the layout:
master and n:
sky130_fd_sc_hd__a21o_1 2, sky130_fd_sc_hd__buf_2 6, sky130_fd_sc_hd__buf_4 3, sky130_fd_sc_hd__buf_6 8, sky130_fd_sc_hd__dlygate4sd2_1 3, sky130_fd_sc_hd__ha_4 6, sky130_fd_sc_hd__inv_1 3, sky130_fd_sc_hd__inv_2 6
sky130_fd_sc_hd__mux2i_1 2, sky130_fd_sc_hd__nand2_1 2
worst min-delay path, cell delays in order:
cell                       delay (ps)
sky130_fd_sc_hd__buf_6             70
sky130_fd_sc_hd__ha_4             110
sky130_fd_sc_hd__nand3b_1         100
sky130_fd_sc_hd__mux2i_1           60
sky130_fd_sc_hd__buf_2            110
kinds of logic (layout without fill, tap and decap cells):
| kind of cell | after synthesis | in the layout |
|---|---|---|
| buf+inv | 10 | 32 |
| mux | 2 | 2 |
| compound gates | 5 | 5 |
| simple gates | 8 | 8 |
| fa+ha+maj | 8 | 8 |
what timing repair did:
item                       CTS  global route
pin swaps                   14             3
resized                     84             2
cloned                       0             0
hold buffers                 0             0
buffers inserted             1             0
setup endpoints to repair    3             3
Power and IR drop assume default switching activity.
